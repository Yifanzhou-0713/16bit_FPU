<file path="design/flow/design.v">
module fpu_mul_pipe(
    input aclk,
    input [15:0] s_axis_a_tdata,   
    input [15:0] s_axis_b_tdata,   
    input s_axis_a_tvalid,
    input s_axis_b_tvalid,
    output reg [15:0] m_axis_result_tdata,  
    output m_axis_result_tvalid
    );
    reg is_ready_out;
    reg [1:0] error_num;
    reg [6:0] opa_e_s_1, opb_e_s_1;
    reg [10:0] opa_m_s_1, opb_m_s_1;
    reg opa_s_1, opb_s_1;
    reg is_valid_ain_1, is_valid_bin_1;
    reg zero_mul_1;
    reg [1:0] nan_mul_1;
    reg [15:0] opa_1, opb_1;
    reg [6:0] mul_e_2;
    reg mul_s_2;
    reg [21:0] mul_m_raw_2;
    reg is_valid_ain_2, is_valid_bin_2;
    reg zero_mul_2;
    reg [1:0] nan_mul_2;    
    reg [15:0] opa_2, opb_2;
    reg [6:0] mul_e_test_3;
    reg [21:0] mul_m_raw_3;
    reg [21:0] mul_normalize_test_3;
    reg [6:0] mul_e_3;
    reg mul_s_3;
    reg is_valid_ain_3, is_valid_bin_3;
    reg zero_mul_3;
    reg [1:0] nan_mul_3;    
    reg [15:0] opa_3, opb_3;
    reg [11:0] mul_normalize_4;
    reg sticky_4;
    reg ovf_4;
    reg mul_s_4;
    reg round_up_or_not_4;
    reg [6:0] mul_e_test_f_4;
    reg is_valid_ain_4, is_valid_bin_4;
    reg zero_mul_4;
    reg [1:0] nan_mul_4;    
    reg [15:0] opa_4, opb_4;
    wire ovf;
    wire opa_s, opb_s;
    wire [4:0] opa_e, opb_e;
    wire [6:0] opa_e_n, opb_e_n;
    wire [6:0] opa_e_s, opb_e_s;
    wire [10:0] opa_m, opb_m;
    wire [10:0] opa_m_s, opb_m_s;
    wire subnormal_a, subnormal_b;
    wire nan_a, nan_b;
    wire is_valid_ain_0, is_valid_bin_0;
    wire [15:0] opa_0, opb_0;
    assign opa_s = s_axis_a_tdata[15];
    assign opb_s = s_axis_b_tdata[15];
    assign subnormal_a = ~(|opa_e);
    assign subnormal_b = ~(|opb_e);
    assign opa_e = s_axis_a_tdata[14:10];
    assign opb_e = s_axis_b_tdata[14:10];
    assign opa_e_n = opa_e - 7'd15;
    assign opb_e_n = opb_e - 7'd15;
    assign nan_a = &opa_e;
    assign nan_b = &opb_e;
    assign opa_m = subnormal_a ? {1'b0, s_axis_a_tdata[9:0]} : {1'b1, s_axis_a_tdata[9:0]};
    assign opb_m = subnormal_b ? {1'b0, s_axis_b_tdata[9:0]} : {1'b1, s_axis_b_tdata[9:0]};
    assign is_valid_ain_0 = s_axis_a_tvalid;
    assign is_valid_bin_0 = s_axis_b_tvalid;
    assign opa_0 = s_axis_a_tdata;
    assign opb_0 = s_axis_b_tdata;
    wire [3:0] shift_a;
    wire [3:0] shift_b;
    LZC_for_fmul_pipe U1_shift_module(opa_m, shift_a);
    LZC_for_fmul_pipe U2_shift_module(opb_m, shift_b);
    assign opa_m_s = subnormal_a ? opa_m << shift_a : opa_m;
    assign opb_m_s = subnormal_b ? opb_m << shift_b : opb_m;
    assign opa_e_s = subnormal_a ? opa_e_n + 1 - shift_a : opa_e_n;
    assign opb_e_s = subnormal_b ? opb_e_n + 1 - shift_b : opb_e_n;
    wire zero_mul = (~(|opa_e) && ~(|s_axis_a_tdata[9:0])) | (~(|opb_e) && ~(|s_axis_b_tdata[9:0]));
    wire [1:0] nan_mul = {nan_a, nan_b};
    wire [6:0] mul_e = opb_e_s + opa_e_s + 1;
    wire mul_s = opa_s ^ opb_s;
    wire [21:0] mul_m_raw = opa_m_s * opb_m_s;
    wire normalize_flag = mul_m_raw_2[21];
    wire [3:0] shift_m_0;
    LZC_for_fmul_pipe U0_shift_module(mul_m_raw_2[21:11], shift_m_0);
    wire [4:0] shift_m_test = normalize_flag ? 0 : shift_m_0;
    wire [21:0] mul_normalize_test = mul_m_raw_2 << shift_m_test;
    wire [6:0] mul_e_test = mul_e_2 - shift_m_test;
    wire right_normalize_flag = $signed(mul_e_test_3) < -14;
    wire [6:0] right_shift = right_normalize_flag ? -14 - mul_e_test_3 : 0;
    reg [6:0] right_sft_ff;
    reg [6:0] mul_e_test_33;
    reg [21:0] mul_normalize_test_33;
    reg [21:0] mul_m_raw_33;
    reg [6:0] mul_e_33;
    reg [1:0] nan_mul_33;
    reg mul_s_33;
    reg is_valid_ain_33, is_valid_bin_33;
    reg zero_mul_33;
    reg [15:0] opa_33, opb_33;
    always@(posedge aclk) begin
        right_sft_ff <= right_shift;
        mul_e_test_33 <= mul_e_test_3;
        mul_normalize_test_33 <= mul_normalize_test_3;
        mul_m_raw_33 <= mul_m_raw_3;
        mul_e_33 <= mul_e_3;
        nan_mul_33 <= nan_mul_3;
        mul_s_33 <= mul_s_3;
        is_valid_ain_33 <= is_valid_ain_3;
        is_valid_bin_33 <= is_valid_bin_3;
        zero_mul_33 <= zero_mul_3;
        opa_33 <= opa_3;
        opb_33 <= opb_3; 
    end
    wire [6:0] mul_e_test_f = mul_e_test_33 + right_sft_ff;
    wire [21:0] mul_normalize_test_right = mul_normalize_test_33 >> right_sft_ff;
    wire or_result;
    assign or_result = |mul_normalize_test_33[9:0];
    reg sticky;
    always@(*)begin
        case(right_sft_ff)
        7'd00: sticky = or_result;
        01: sticky = mul_normalize_test_33[10] | or_result;
        02: sticky = |mul_normalize_test_33[11:10] | or_result;
        03: sticky = |mul_normalize_test_33[12:10] | or_result;
        04: sticky = |mul_normalize_test_33[13:10] | or_result;
        05: sticky = |mul_normalize_test_33[14:10] | or_result;
        06: sticky = |mul_normalize_test_33[15:10] | or_result;
        07: sticky = |mul_normalize_test_33[16:10] | or_result;
        08: sticky = |mul_normalize_test_33[17:10] | or_result;
        09: sticky = |mul_normalize_test_33[18:10] | or_result;
        10: sticky = |mul_normalize_test_33[19:10] | or_result;
        11: sticky = |mul_normalize_test_33[20:10] | or_result;
        endcase
    end
    reg [6:0] right_sft_fff;
    reg [6:0] mul_e_test_ff;
    reg [21:0]  mul_normalize_test_right_f;
    reg [21:0] mul_m_raw_333;
    reg [6:0] mul_e_333;
    reg [1:0] nan_mul_333;
    reg sticky_333;
    reg mul_s_333;
    reg is_valid_ain_333, is_valid_bin_333;
    reg zero_mul_333;
    reg [15:0] opa_333, opb_333;
    always@(posedge aclk)begin
        right_sft_fff <= right_sft_ff;
        mul_e_test_ff <= mul_e_test_f;
        mul_normalize_test_right_f <= mul_normalize_test_right;
        mul_m_raw_333 <= mul_m_raw_33;
        sticky_333 <= sticky;
        mul_e_333 <= mul_e_33;
        nan_mul_333 <= nan_mul_33;
        mul_s_333 <= mul_s_33;
        is_valid_ain_333 <= is_valid_ain_33;
        is_valid_bin_333 <= is_valid_bin_33;
        zero_mul_333 <= zero_mul_33;
        opa_333 <= opa_33;
        opb_333 <= opb_33; 
    end
    wire ovf_1 = (mul_m_raw_333[21] && (& (mul_e_333 + 15))) || (|nan_mul_333) ? 1 : 0;
    wire [10:0] round_bits = mul_normalize_test_right_f[10:0];
    wire last_mantissa = mul_normalize_test_right_f[11];
    wire [9:0] round_bits_nos = round_bits[9:0];
    reg round_up_or_not;
    always@(*)begin
        if(round_bits[10] == 1 && ((|round_bits_nos) | sticky_333))begin
            round_up_or_not = 1;
        end
        else if(round_bits[10] == 1 && (~(|round_bits_nos))) begin
            round_up_or_not = last_mantissa ? 1:0;
        end
        else begin
            round_up_or_not = 0;
        end        
    end
    wire [11:0] mul_normalize = ovf_1 ? 11'b0 :
                mul_normalize_test_right_f[21:11] + round_up_or_not; 
    always@(posedge aclk)begin
        ovf_4 <= ovf_1;
        mul_normalize_4 <= mul_normalize;
        mul_s_4 <= mul_s_333;
        mul_e_test_f_4 <= mul_e_test_ff;
        is_valid_ain_4 <= is_valid_ain_333;
        is_valid_bin_4 <= is_valid_bin_333;
        zero_mul_4 <= zero_mul_333;
        nan_mul_4 <= nan_mul_333;  
        opa_4 <= opa_333;
        opb_4 <= opb_333;     
    end
    wire [6:0] mul_e_f = mul_normalize_4[11] ? mul_e_test_f_4 + 1: mul_e_test_f_4;
    wire [6:0] mul_e_ff = mul_e_f + 15;
    wire ovf_f = $signed(mul_e_ff) > 30;
    wire [6:0] mul_e_fff = $signed(mul_e_ff[4:0]) == 1 && ~mul_normalize_4[10] ? 6'd0 :
                            mul_e_ff;
    wire [15:0] mul_r = {mul_s_4, mul_e_fff[4:0], mul_normalize_4[9:0]};
    reg [6:0] mul_e_fff1;
    reg ovf_f1;
    reg [15:0] mul_r_f;
    reg mul_s_5;
    reg is_valid_ain_5, is_valid_bin_5;
    reg zero_mul_5;
    reg [1:0] nan_mul_5;    
    reg [15:0] opa_5, opb_5;
    always@(posedge aclk)begin
        mul_e_fff1 <= mul_e_fff;
        ovf_f1 <= ovf_f | ovf_4;
        mul_r_f <= mul_r;
        is_valid_ain_5 <= is_valid_ain_4;
        is_valid_bin_5 <= is_valid_bin_4;
        zero_mul_5 <= zero_mul_4;
        nan_mul_5 <= nan_mul_4;  
        mul_s_5 <= mul_s_4;
        opa_5 <= opa_4;
        opb_5 <= opb_4;  
    end
    wire [15:0] mul_f;
    assign mul_f = (~is_valid_ain_5 | ~is_valid_bin_5) ? 16'bx :
                nan_mul_5[1] ? {mul_s_5, opa_5[14:0]} :
                nan_mul_5[0] && ~nan_mul_5[1] ? {mul_s_5, opb_5[14:0]} : 
                zero_mul_5 ? {mul_s_5, 15'b0} : 
                ovf_f1 && ~(|nan_mul_5) ? {mul_s_5, 5'b11111, 10'b0} : 
                mul_r_f;
    always@(posedge aclk)begin
        m_axis_result_tdata <= mul_f;
        error_num <= (ovf_f1 && |(mul_f[9:0])) ? 1 : 
                    (ovf_f1 && ~(|mul_f[9:0])) ? 2 : 0;
        if (&(mul_f === 16'bx))begin
            is_ready_out <= 0;
        end
        else begin
            is_ready_out <= 1;
        end    
    end
    reg ready_out;
    always@(m_axis_result_tdata or opa_4 or opb_4)begin
        if(m_axis_result_tdata >= 16'd0)
            ready_out = 1;
        else    
            ready_out = 0;
    end
    assign m_axis_result_tvalid = ~(|error_num) && is_ready_out;
    always@(posedge aclk)begin
        mul_e_2 <= mul_e;
        mul_s_2 <= mul_s;
        mul_m_raw_2 <= mul_m_raw;
        is_valid_ain_2 <= is_valid_ain_0;
        is_valid_bin_2 <= is_valid_bin_0;
        zero_mul_2 <= zero_mul;
        nan_mul_2 <= nan_mul;
        opa_2 <= opa_0;
        opb_2 <= opb_0;
    end
    always @(posedge aclk) begin
        mul_s_3 <= mul_s_2;
        mul_e_test_3 <= mul_e_test;
        mul_m_raw_3 <= mul_m_raw_2;
        mul_normalize_test_3 <= mul_normalize_test;
        mul_e_3 <= mul_e_2;
        is_valid_ain_3 <= is_valid_ain_2;
        is_valid_bin_3 <= is_valid_bin_2;
        zero_mul_3 <= zero_mul_2;
        nan_mul_3 <= nan_mul_2;  
        opa_3 <= opa_2;
        opb_3 <= opb_2;         
    end
endmodule
module LZC_for_fmul_pipe(
    input wire [10:0] op,
    output wire [3:0] shift_cnt
    );
    assign shift_cnt =
    op[10] ? 0 :
    op[9] ? 1 :
    op[8] ? 2 :
    op[7] ? 3 :
    op[6] ? 4 :
    op[5] ? 5 :
    op[4] ? 6 :
    op[3] ? 7 :
    op[2] ? 8 :
    op[1] ? 9 :
    op[0] ? 10:
    11;
endmodule
</file>
<file path="design/flow/run.sh">
#!/bin/bash
# OpenROAD 26Q1-2900-gdf79404cd8, Yosys 0.63+post, stock flow scripts
make -C /OpenROAD-flow-scripts/flow DESIGN_CONFIG=/design/flow/config.mk WORK_HOME=/design/flow/orfs finish
</file>
<file path="design/flow/config.mk">
export PLATFORM = sky130hd
export DESIGN_NAME = fpu_mul_pipe
export DESIGN_NICKNAME = fpu_mul_pipe
export VERILOG_FILES = /design/flow/design.v
export SDC_FILE = /design/flow/constraint.sdc
export NUM_CORES = 4
export LEC_CHECK = 1
export CORE_UTILIZATION = 50
</file>
<file path="design/flow/constraint.sdc">
current_design fpu_mul_pipe

set clk_period 11.3
set clk_io_pct 0.2

create_clock -name clk0 -period $clk_period [get_ports {aclk}]

set non_clock_inputs [all_inputs -no_clocks]
set_input_delay [expr $clk_period * $clk_io_pct] -clock clk0 $non_clock_inputs
set_output_delay [expr $clk_period * $clk_io_pct] -clock clk0 [all_outputs]
</file>
==> flow_summary.toml <==
# generated from flow reports
[final_timing]
rsz0062_at_grt = "false"
slew_viol_final = 0
untimed_endpoints = 2
finalSetupViolations = 0
unclocked_pins = 1
fin_ws_ps = 1480
post-route-period-util = 0.869
tightest_slew_ps = 797
hold_slack_ps = 310
fin_crit_ps = 9820
hold_viol = 0
fmax_ghz = 0.102
slew_headroom = 0.468
skew_ps = 28.6
tns_ps = 0

[pwr]
vdd_drop_max_mv = 0.294
p_sw_frac = 0.358
pwr_density_cell_nw_per_um2 = 284
p_comb_frac = 0.426
p_int_mw = 3.55
p_leak_nw = 8.69
clkPwrFrac = 0.230
seqPwrFrac = 0.343
switchingPower_mw = 1.98
power_mw = 5.53

[yosys]
synth-edff-count = 0
yosys-stat-area_um2 = 17100
syn_inst = 1668
top_cells_by_count = "dfxtp_1, inv_1, nor2_1"
ys_ff = 381
yosys_warnings = 1
yosysTopAreaCell = "dfxtp_1"
ff_type = "dfxtp_1"
ys_async_sr_fraction = 0
yosysMostFrequentCell = "dfxtp_1"
syn_area_um2 = 17100
topCellsByArea = "dfxtp_1, fa_1, ha_1"
top_cell_area_share = 0.444
post_synth.cell_area_avg_um2 = 10.3
ys_types = 82
ys_cells = 1668

[placement]
place_area_um2 = 18200
hpwl_um = 25600
post-place-cells = 2134
gp_congestion = 0.934
pre_cts_slack_ps = 966
numPortBuffers = 48

[clocking]
htreeDepth = 2
cts_setup_buffers = 0
cts_root_buf = "clkbuf_16"
cts_resized = 0
clk_latency_ps = 540
clkTransAtPathRegs_ps = 60
cts_tree = "done"
ctsHoldBuffers = 0
numCtsBuffers = 38
cts.path.max_buffers = 3

[hold_path]
min_from = "opb_4[2]"
min_path_cells = 0
holdPathEnd = "opb_5[2]"
hold_class = "reg -> reg"

[floorplanning]
die_h_um = 187
io_pins = 52
die_w_um = 187
std_cell_rows = 67
coreArea_um2 = 33600
fp-utilization = 0.510
die_area_um2 = 35000

[flow_run]
tool_warnings = 31
maxCapViolCount = 0

[cells_and_area]
utilization = 0.580
drive_gt1_frac = 0.0844
area_growth_pct = 13.8
fin_area_um2 = 19500
final_cells = 2202

[global_routing]
grt_pass1_vias = 11335
grt_pass1_wl_um = 58500
grt_antenna_before_repair = 0
grt_use_total = 0.217
grt_max_degree = 33
grt-ovfl-total = 0

[routing]
antenna_cells = 0
drc = 0
wl_um = 34700
ant_nets = 0
drt_iter0_markers = 656
vias = 11527
drt-vias-per-instance = 5.23
wire_per_inst_um = 15.8
firstDrtPassIters = 8

[worst_setup_path]
critPathTopFamily = "adder cells"
arrival_ps = 10260
cp_data_required_time_ps = 11740
path_buffers = 8
end_kind = "register"
r2r_start = "mul_m_raw_2[17]"
crit_slowest_cell = "or4_1"
critPathMaxStageDelay_ps = 570
r2r_cells = 10
critPathKind = "in -> reg"
worst_setup_path_start_kind = "primary input"
reg2reg_setup_slack_ps = 8450
worstPathMaxFanout = 9
r2r_end = "mul_e_test_3[6]"

[run_status]
status = "finished, final reports clean"
[final cells by class]
| type | count | area, um^2 |
|---|---|---|
| clock inverters | 15 | 231 |
| multi-input cells | 1039 | 8580 |
| well taps | 448 | 561 |
| inverters | 189 | 709 |
| flip-flops and latches | 381 | 7620 |
| clock buffers | 53 | 1100 |
| repair buffers | 77 | 698 |
| fillers | 2811 | 14100 |
[state kept, by name (all words and copies together), names as in the netlist, 16 cells and up]
register	count
mul_normalize_test_33	22
mul_r_f	16
mul_normalize_test_3	22
m_axis_result_tdata	16
mul_m_raw_2	22
mul_normalize_test_right_f	22
[power by group through the flow]
stage     clock network (mW)  logic [mW]  registers [mW]
4_1_cts                 1.31        2.39            1.90
5_1_grt                 1.36        2.70            1.95
6_report                1.27        2.36            1.90
[cells by family after synthesis]
family | Yosys count | share of synthesized area
compound gates | 281 | 0.114
xor+xnor | 57 | 0.0291
fa+ha+maj | 191 | 0.177
buf+inv | 248 | 0.0551
flops | 380 | 0.444
latches | 1 | 0.000876
mux | 80 | 0.0583
other cells | 1 | 0.000219
simple gates | 429 | 0.121
[cells in the final DEF, fill, tap and decap left out, types with 23 or more instances in the layout]
| master | synthesis | layout |
|---|---|---|
| nor2_1 | 173 | 173 |
| mux2i_1 | 48 | 48 |
| dfxtp_1 | 380 | 380 |
| nand3_1 | 23 | 23 |
| nor3_1 | 34 | 34 |
| clkdlybuf4s50_1 | 0 | 48 |
| ha_1 | 106 | 106 |
| xor2_1 | 27 | 27 |
| o21ai_0 | 49 | 49 |
| nor2b_1 | 28 | 28 |
| a211oi_1 | 25 | 25 |
| buf_4 | 1 | 29 |
| nand2_1 | 59 | 59 |
| inv_1 | 186 | 186 |
| a21oi_1 | 69 | 69 |
| clkbuf_16 | 0 | 38 |
| fa_1 | 85 | 85 |
| nand2b_1 | 38 | 38 |
| xnor2_1 | 30 | 30 |
[layer usage]
layer  vias to the layer above  track usage  routed length (um)
li1                       5768            -                   -
met5                         -            0                   0
met2                       274        0.339               16000
met3                        70       0.0314                1620
met1                      5415        0.337               16200
met4                         0       0.0511                 935
[worst max path at each step]
stage | start | endpoint | cells after the start
global route | s_axis_a_tdata[10] | mul_m_raw_2[21] | 27
CTS | s_axis_a_tdata[10] | mul_m_raw_2[21] | 27
finish | s_axis_a_tdata[10] | mul_m_raw_2[21] | 27
