[./run.sh]
#!/bin/bash
# OpenROAD 26Q1-2900-gdf79404cd8, Yosys 0.63+post, stock flow scripts
make -C /OpenROAD-flow-scripts/flow DESIGN_CONFIG=/design/flow/config.mk WORK_HOME=/design/flow/orfs finish
[./config.mk]
export PLATFORM = sky130hd
export DESIGN_NAME = fpu_add_pipe
export DESIGN_NICKNAME = fpu_add_pipe
export VERILOG_FILES = /design/flow/design.v
export SDC_FILE = /design/flow/constraint.sdc
export NUM_CORES = 4
export LEC_CHECK = 1
export CORE_UTILIZATION = 30
[./constraint.sdc]
current_design fpu_add_pipe

set clk_period 18.3
set clk_io_pct 0.2

create_clock -name clk0 -period $clk_period [get_ports {aclk}]

set non_clock_inputs [all_inputs -no_clocks]
set_input_delay [expr $clk_period * $clk_io_pct] -clock clk0 $non_clock_inputs
set_output_delay [expr $clk_period * $clk_io_pct] -clock clk0 [all_outputs]
[./design.v]
module fpu_add_pipe(
    input aclk,
    input [15:0] s_axis_a_tdata,                
    input [15:0] s_axis_b_tdata,                
    input s_axis_a_tvalid,
    input s_axis_b_tvalid,
    output reg [15:0] m_axis_result_tdata,               
    output  m_axis_result_tvalid
    );
    reg [1:0] error_num;
    reg is_ready_out;
    reg [14:0] sum_raw_1;
    reg sum_raw_zero_1;
    reg [4:0] l_e_1;
    reg [4:0] l_e_0_1;
    reg [10:0] l_m_1; 
    reg l_s_1;
    reg is_valid_ain_1, is_valid_bin_1;
    reg [15:0] opa_1, opb_1;
    reg s_zero_1;
    reg [1:0] ls_zero_1;
    reg pos_add_neg_inf_1;
    reg guard_2;
    reg round_bit_2;
    reg sticky_2;
    reg [14:0] sum_raw_2;
    reg sum_raw_zero_2;
    reg [4:0] sum_e_0_2;
    reg [3:0] shift_m_2;
    reg e_subnormal_2;
    reg normalize_flag_2;
    reg [4:0] l_e_0_2;
    reg l_s_2;
    reg [4:0] l_e_2;
    reg [10:0] l_m_2; 
    reg is_valid_ain_2, is_valid_bin_2;
    reg [15:0] opa_2, opb_2;
    reg s_zero_2;
    reg [1:0] ls_zero_2;
    reg pos_add_neg_inf_2;
    reg guard_3;
    reg round_bit_3;
    reg sticky_3;
    reg [10:0] sum_normalize_3;
    reg [4:0] sum_e_3;
    reg l_s_3;
    reg [4:0] l_e_0_3;
    reg [10:0] l_m_3; 
    reg sum_raw_zero_3;
    reg is_valid_ain_3, is_valid_bin_3;
    reg [15:0] opa_3, opb_3;
    reg s_zero_3;
    reg [1:0] ls_zero_3;
    reg pos_add_neg_inf_3;
    wire opa_s;
    wire opb_s;
    wire [4:0] opa_e;
    wire [4:0] opb_e;
    wire [4:0] opa_e_s;
    wire [4:0] opb_e_s;
    wire [10:0] opa_m;
    wire [10:0] opb_m;
    wire subnormal_a;
    wire subnormal_b;
    wire is_valid_ain_0;
    wire is_valid_bin_0;
    wire [15:0] opa_0;
    wire [15:0] opb_0;
    assign opa_s = s_axis_a_tdata[15];
    assign opb_s = s_axis_b_tdata[15];
    assign subnormal_a = ~(|opa_e);
    assign subnormal_b = ~(|opb_e);
    assign opa_e = s_axis_a_tdata[14:10];
    assign opb_e = s_axis_b_tdata[14:10];
    assign opa_e_s = subnormal_a ? opa_e + 1 : opa_e;
    assign opb_e_s = subnormal_b ? opb_e + 1 : opb_e;
    assign opa_m = subnormal_a ? {1'b0, s_axis_a_tdata[9:0]} : {1'b1, s_axis_a_tdata[9:0]};
    assign opb_m = subnormal_b ? {1'b0, s_axis_b_tdata[9:0]} : {1'b1, s_axis_b_tdata[9:0]};
    assign is_valid_ain_0 = s_axis_a_tvalid;
    assign is_valid_bin_0 = s_axis_b_tvalid;
    assign opa_0 = s_axis_a_tdata;
    assign opb_0 = s_axis_b_tdata;
    wire opa_lt_opb = (opa_e > opb_e) ? 1 : ((opa_e == opb_e) && (s_axis_a_tdata[9:0] > s_axis_b_tdata[9:0])) ? 1 : 0;
    wire l_s = opa_lt_opb ? opa_s : opb_s;
    wire s_s = opa_lt_opb ? opb_s : opa_s;
    wire l_subnormal = opa_lt_opb ? subnormal_a : subnormal_b;
    wire s_subnormal = opa_lt_opb ? subnormal_b : subnormal_a;
    wire [4:0] l_e_0 = opa_lt_opb ? opa_e : opb_e;
    wire [4:0] s_e_0 = opa_lt_opb ? opb_e : opa_e;
    wire [4:0] l_e = opa_lt_opb ? opa_e_s : opb_e_s;
    wire [4:0] s_e = opa_lt_opb ? opb_e_s : opa_e_s;
    wire [10:0] l_m = opa_lt_opb ? opa_m : opb_m;
    wire [10:0] s_m = opa_lt_opb ? opb_m : opa_m;
    wire s_zero = s_subnormal && ~(|s_m[9:0]);
    wire [1:0] ls_zero = { l_s && s_s, (l_subnormal && ~(|l_m[9:0])) && s_zero };
    wire pos_add_neg_inf = (l_s ^ s_s) && (&s_e) && (~(|s_axis_a_tdata[9:0])&&~(|s_axis_b_tdata[9:0])); 
    wire [4:0] diff = l_e - s_e;
    wire [3:0] diff_e = diff > 4'd14 ? 4'd14 : diff;
    wire [13:0] s_m_shift_0 = {s_m, 3'b0};
    reg sticky;
    always@(*)begin
        case(diff_e)
        00: sticky = 1'b0;
        01: sticky = s_m_shift_0[0];
        02: sticky = |s_m_shift_0[01:0];
        03: sticky = |s_m_shift_0[02:0];
        04: sticky = |s_m_shift_0[03:0];
        05: sticky = |s_m_shift_0[04:0];
        06: sticky = |s_m_shift_0[05:0];
        07: sticky = |s_m_shift_0[06:0];
        08: sticky = |s_m_shift_0[07:0];
        09: sticky = |s_m_shift_0[08:0];
        10: sticky = |s_m_shift_0[09:0];
        11: sticky = |s_m_shift_0[10:0];
        12: sticky = |s_m_shift_0[11:0];
        13: sticky = |s_m_shift_0[12:0];
        14: sticky = |s_m_shift_0[13:0];
        endcase
    end
    wire [13:0] s_m_shift_1 = s_m_shift_0 >> diff_e;
    wire [13:0] s_m_shift = {s_m_shift_1[13:1], s_m_shift_1[0] | sticky};
    wire sub_add_flag = s_s ^ l_s;
    wire [13:0] l_m_longer = {l_m, 3'b0};
    wire [14:0] sum_raw = sub_add_flag ? l_m_longer - s_m_shift : l_m_longer + s_m_shift;
    wire sum_raw_zero = ~(|sum_raw);
    wire normalize_flag = sum_raw_1[14];
    wire [5:0] e_right_shift = l_e_1 + 1;   
    wire [4:0] sum_e_right = e_right_shift[5] ? 5'b11111 : e_right_shift[4:0];
    wire [4:0] sum_e_0 = normalize_flag ? sum_e_right : l_e_1; 
    wire [10:0] sum_for_normalize = normalize_flag ? sum_raw_1[13:4] : sum_raw_1[12:3];
    wire [3:0] shift_m_0;
    LZC_for_fadd_new U0_shift_module(sum_raw_1[13:3], shift_m_0);
    wire guard_0 = normalize_flag ? sum_raw_1[3] : sum_raw_1[2];
    wire round_bit_0 = normalize_flag ? sum_raw_1[2] : sum_raw_1[1];
    wire sticky_n_0 = normalize_flag ? (sum_raw_1[1] | sum_raw_1[0]) : sum_raw_1[0];
    wire e_subnormal = (sum_e_0 <= shift_m_0 && ~normalize_flag) || (sum_e_0==1 && l_e_0_1==0);
    wire [3:0] shift_m = (sum_e_0 == 1 || normalize_flag) ? 0 : 
                        e_subnormal ? l_e_1 - 1 : shift_m_0;
    wire guard;
    wire round_bit;
    Rounding_bit_gen U0_rounding_module(shift_m, guard_0, round_bit_0, guard, round_bit);
    wire [14:0] sum_normalize_00 = sum_raw_2 << shift_m_2;
    wire [10:0] sum_normalize_0 = normalize_flag_2 ? sum_raw_2[13:4] : sum_normalize_00[12:3];
    wire [4:0] sum_e = (e_subnormal_2 && ~sum_normalize_00[13])? sum_e_0_2 - shift_m_2 - 1 : sum_e_0_2 - shift_m_2;
    wire [10:0] sum_m = (guard_3 && (round_bit_3 | sticky_3 | sum_normalize_3[0])) ? sum_normalize_3 + 1 :
                                                                                sum_normalize_3;
    wire [4:0] sum_e_f = sum_m[10] ? sum_e_3 + 1 : sum_e_3;
    reg [15:0] sum_f;
    reg [15:0] sum_ff;
    reg [4:0] sum_e_ff;
    reg pos_add_neg_inf_ff;
    always@(posedge aclk)begin
        sum_f <= (~is_valid_ain_3 | ~is_valid_bin_3) ? 16'bx:
            pos_add_neg_inf_3 ? 16'hfe00 :
            ls_zero_3[0] ? {ls_zero_3[1], 15'b0} : 16'hffff;
        sum_ff <= s_zero_3 | (&l_e_0_3) ? {l_s_3, l_e_0_3, l_m_3[9:0]} : 
            sum_raw_zero_3 ? 16'b0 :
            &sum_e_f ? {l_s_3, sum_e_f, 10'b0} : {l_s_3, sum_e_f, sum_m[9:0]};     
        sum_e_ff <= sum_e_f;   
        pos_add_neg_inf_ff <= pos_add_neg_inf_3;
    end
    reg [15:0] sum_fff;
    reg [15:0] sum_e_fff;
    reg pos_add_neg_inf_fff;
    always@(posedge aclk)begin
        sum_fff <= &sum_f ? sum_ff : sum_f;
        sum_e_fff <= sum_e_ff;
        pos_add_neg_inf_fff <= pos_add_neg_inf_ff;
    end
    always@(posedge aclk)begin
        m_axis_result_tdata <= sum_fff;
        if (&(sum_fff === 16'bx))begin
            is_ready_out <= 0;
        end
        else begin
            is_ready_out <= 1;
        end
        error_num <= (&(sum_fff[14:10]) && |(sum_fff[9:0])) | pos_add_neg_inf_fff ? 1:(&(sum_fff[14:10]) && ~(|sum_fff[9:0])) ? 2:0;
    end
    assign m_axis_result_tvalid = ~(|error_num) && is_ready_out;
    always@(posedge aclk)begin
        l_e_1 <= l_e;
        l_e_0_1 <= l_e_0;
        l_m_1 <= l_m;
        l_s_1 <= l_s;
        sum_raw_1 <= sum_raw;
        sum_raw_zero_1 <= sum_raw_zero;
        is_valid_ain_1 <= is_valid_ain_0;
        is_valid_bin_1 <= is_valid_bin_0;
        opa_1 <= opa_0;
        opb_1 <= opb_0;
        s_zero_1 <= s_zero;
        ls_zero_1 <= ls_zero;
        pos_add_neg_inf_1 <= pos_add_neg_inf;
    end
    always@(posedge aclk)begin
        sum_raw_2 <= sum_raw_1;
        sum_raw_zero_2 <= sum_raw_zero_1;
        sum_e_0_2 <= sum_e_0;
        guard_2 <= guard;
        round_bit_2 <= round_bit;
        sticky_2 <= sticky_n_0;
        shift_m_2 <= shift_m;
        e_subnormal_2 <= e_subnormal;
        normalize_flag_2 <= normalize_flag;
        l_e_0_2 <= l_e_0_1;
        l_s_2 <= l_s_1;
        l_e_2 <= l_e_1;
        l_m_2 <= l_m_1;
        is_valid_ain_2 <= is_valid_ain_1;
        is_valid_bin_2 <= is_valid_bin_1;
        opa_2 <= opa_1;
        opb_2 <= opb_1;
        s_zero_2 <= s_zero_1;
        ls_zero_2 <= ls_zero_1;
        pos_add_neg_inf_2 <= pos_add_neg_inf_1;             
    end
    always@(posedge aclk)begin
        guard_3 <= guard_2;
        round_bit_3 <= round_bit_2;
        sticky_3 <= sticky_2;
        sum_normalize_3 <= sum_normalize_0;
        sum_raw_zero_3 <= sum_raw_zero_2;
        sum_e_3 <= sum_e;
        l_s_3 <= l_s_2;
        l_e_0_3 <= l_e_0_2;
        l_m_3 <= l_m_2;
        is_valid_ain_3 <= is_valid_ain_2;
        is_valid_bin_3 <= is_valid_bin_2;
        opa_3 <= opa_2;
        opb_3 <= opb_2;
        s_zero_3 <= s_zero_2;
        ls_zero_3 <= ls_zero_2;
        pos_add_neg_inf_3 <= pos_add_neg_inf_2;        
    end
endmodule
module LZC_for_fadd_new(
    input wire [10:0] op,
    output wire [3:0] shift_cnt
    );
    assign shift_cnt =
    op[10] ? 0 :
    op[9] ? 1 :
    op[8] ? 2 :
    op[7] ? 3 :
    op[6] ? 4 :
    op[5] ? 5 :
    op[4] ? 6 :
    op[3] ? 7 :
    op[2] ? 8 :
    op[1] ? 9 :
    op[0] ? 10:
    11;
endmodule
module Rounding_bit_gen(
    input wire [3:0] shift_m,
    input wire guard_i,
    input wire round_bit_i,
    output wire guard_o,
    output wire round_bit_o
    );
    reg guard;
    reg round_bit;
    always@(*)begin
        case(shift_m)
        0: begin 
            guard = guard_i; 
            round_bit = round_bit_i;
        end
        1: begin
            guard = round_bit_i;
            round_bit = 0;
        end
        default: begin
            guard = 0;
            round_bit = 0;
        end
        endcase
    end
    assign guard_o = guard;
    assign round_bit_o = round_bit;
endmodule
==> results_slide.txt <==
Run Summary

Final timing
  • Final Cycle Share: 68.4%
  • Slew Limit Fails: 0
  • # setup viols final: 0
  • Final Hold Fails: 0
  • Fmax: 0.0799 GHz
  • Unrepaired setup endpoints after global routing: no
  • Clock skew: a little over 9 ps
  • Setup TNS: 0 ps
  • Endpoints left unconstrained: 1
  • Final hold slack: 323 ps
  • Slew @ Worst Pin: 807 ps
  • Register pins left without a clock: 1
  • Slew headroom: 46.2%
  • Min Tclk post-route: 12520 ps

Min path
  • Hold Path Class: reg -> reg

Synthesis
  • Cells after synthesis: 1057
  • Synth flops: 181
  • Top cells, area: dfxtp_1 (38%), ha_1 (7.9%), mux2i_1 (4.2%), nand2_1 (4.0%), a21oi_1 (3.4%)
  • Flip-flops with a built-in enable: 0
  • Yosys Chip Area: 9550 sq um
  • Ys cells: ~1100
  • Warnings, synthesis: 2
  • Area leader share: 37.7%
  • Ys async rst share: 0%
  • Post-synth top area cell: dfxtp_1
  • Mapped Avg Cell Area: 9.04 sq um
  • Top_reg_cell synth: dfxtp_1
  • Post-synthesis cell area: 9550 sq um
  • Unique cell types: 95

Placed design
  • Buffers on Ports: 48
  • Routability Congestion: about 0.9
  • HPWL Detailed: 17200 um

Floorplanning
  • Row cnt: approximately 64
  • Core Footprint: around 31000 sq um
  • Top-Level Pins: 52
  • Die Wd: 180 um
  • Starting Density: 30.8%
  • Die Size: 32600 sq um
  • Die Ht: 180 um

Final layout
  • Gate Area: 5470 sq um
  • Register area: 3620 sq um
  • Synth-to-layout area growth: 15.0%
  • Fillcell total: 3074
  • Layout cells sized above 1: 10.8%

Power and ir drop
  • Cell Pwr Density: 157 nW/um^2
  • Leak Pwr: 4.49 nW
  • Worst vdd ir: 0.0752 mV
  • Total power: 1.72 mW

Critical path
  • CP Data Required Time: 18620 ps
  • Worst Setup End Kind: flip-flop
  • Worst setup SP type: input port
  • Critical Path AT: 12840 ps
  • Critical Path Fanout Max: 24
  • Top cell by count, worst path: a21o_1
  • Delay-heaviest family, CP: AND-OR/OR-AND gates
  • Worst path max stage delay: roughly 840 ps
  • Buf/Inv on CP: 5
  • WS Path Type: in -> reg
  • Max stage delay cell, worst path: fa_1

Route
  • Post-route DRC: 0
  • Diode count: 0
  • Final ANT Viol Nets: 0
  • First drt pass iteration count: 5
  • Vias per inst: 5.05
  • Vias: around 7600
  • WL per Instance: 14.9 um
  • Initial drt markers: 521
  • Routed Wire Length: around 22000 um

Clock network
  • Bufs on Longest Clock Path: 2
  • Clock Tree Root: clkbuf_16
  • CTS tree: yes
  • Clock transition at the registers of the reported paths: approximately 60 ps
  • H-Tree Depth: 4
  • CTS hold repair buffers: 0
  • Later-pin clock latency in the skew report: 410 ps
  • Num CTS Buffers: 17
  • Postcts setup bufs: 0
  • Post-CTS sizing: 0

GRT
  • Grt total ovfl: 0
  • Vias in the first global route: 7178
  • Initial antenna violation count: 0
  • Global-route wire length before repair: 36800 um
  • Largest net degree at the start of global routing: 62
  • GRT Overall Usage: 14.2%

Run status
  • Status: completed

Job
  • Max-cap violations: 0
  • Tool warning count: 41
==> power by group <==
group	leakage (nW)	total, mW	internal [mW]	switching [mW]
Sequential	1.52	0.611	0.529	0.0815
Combinational	2.68	0.766	0.338	0.429
Clock	0.284	0.347	0.201	0.146
==> worst reg2reg max path, cell delays in order, from the launching register on <==
cell and delay, ps:
dfxtp_1 410, inv_1 90, ha_1 320, nand2_1 70, o211ai_1 120, ha_1 320
nor2b_1 130, o21ai_0 80, nand2b_1 70, a21oi_1 60, a41oi_1 170, nor3_1 70
nor2_1 370, o21ai_0 180, o211ai_1 240, mux2i_1 220, o21ai_0 70, and2_1 160
==> Yosys cell counts, drive strengths merged (8+ instances only) <==
cell and instances:
inv 67, a211oi 11, mux2i 42, a21o 13
clkbuf 29, o21ai 64, o211ai 12, o21a 15
nand4 17, a21oi 67, xor2 16, mux2 29
nand2 105, ha 60, a2111oi 8, buf 17
a31o 11, nand2b 14, nor3 28, dfxtp 180
nor2 74, nor4 9, nand3 21, xnor2 23
and3 10
==> cells in the final DEF (no fill, tap or decap), types with 15 or more instances in the layout <==
cell / instances
xor2_1: 15
o21ai_0: 62
nor2_1: 73
mux2i_1: 40
nand4_1: 17
inv_1: 66
dfxtp_1: 180
mux2_2: 28
clkbuf_16: 17
o21a_1: 15
nand3_1: 21
nand2_1: 103
a21oi_1: 65
clkdlybuf4s50_1: 48
ha_1: 60
nor3_1: 28
xnor2_1: 22
==> worst paths after layout <==
check	start	end	slack, ps	cells after the start
max	s_axis_b_tdata[3]	sum_raw_zero_1$_DFF_P_	5780	33
min	l_m_2[9]$_DFF_P_	l_m_3[9]$_DFF_P_	320	0
max reg2reg	l_e_1[0]$_DFF_P_	guard_2$_SDFF_PN0_	15040	17
min reg2reg	l_m_2[9]$_DFF_P_	l_m_3[9]$_DFF_P_	320	0
==> metrics by stage <==
| step | utilization (%) | instance area (sq um) | instances | setup slack (ps) |
|---|---|---|---|---|
| 2_1_floorplan | - | 9560 | 1058 | 6340 |
| 6_report | 35.4 | 11000 | 1499 | 5780 |
| 3_5_place_dp | 33.6 | 10400 | 1467 | 5480 |
| 5_1_grt | 35.4 | 11000 | 1499 | 5070 |
| 3_3_place_gp | 33.6 | 10400 | 1467 | 5650 |
| 4_1_cts | 35.4 | 11000 | 1499 | 5880 |
==> sequential cells by signal, summed over array words and instances, names as in the netlist, 3 cells and up <==
signal and count:
shift_m_2 4, sum_e_3 5, l_m_3 10, sum_ff 16, sum_f 3, m_axis_result_tdata 16
l_m_2 10, sum_raw_2 15, sum_fff 16, l_e_0_2 5, sum_e_0_2 5, sum_normalize_3 10
l_e_0_3 5, l_m_1 10, l_e_0_1 5, sum_raw_1 15, l_e_1 5
==> final cells by class <==
| cell class | instances | share of cell area (%) |
|---|---|---|
| clock inverters | 12 | 1.06 |
| multi-input cells | 763 | 49.8 |
| repair buffers | 59 | 5.13 |
| flip-flops and latches | 181 | 33.0 |
| clock buffers | 20 | 4.25 |
| well taps | 396 | 4.51 |
| inverters | 68 | 2.32 |
==> layer usage <==
metal	up-vias	share of wire [%]	routed length (um)	GRT usage, %
met5	-	0	0	0
met4	0	1.9	423	2.67
met3	40	5.7	1270	2.57
met2	231	45	10200	22.6
met1	3448	47	10500	20.4
li1	3856	-	-	-
==> logic make-up after synthesis <==
group	Yosys count	synth area share, %
flip-flops	180	37.7
buffers and inverters	114	4.94
latches	1	0.157
adder cells (fa/ha/maj)	63	8.49
XOR/XNOR	39	3.73
AND-OR/OR-AND	267	19.4
multiplexers	76	9.21
AND/OR/NAND/NOR	316	16.3
other	1	0.0393
No activity file was given, so power comes from the tool's default toggle rates.
