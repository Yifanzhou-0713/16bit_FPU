`run.sh`:
```
#!/bin/bash
# OpenROAD 26Q1-2900-gdf79404cd8, Yosys 0.63+post, stock flow scripts
make -C /OpenROAD-flow-scripts/flow DESIGN_CONFIG=/design/flow/config.mk WORK_HOME=/design/flow/orfs finish
```
`config.mk`:
```
export PLATFORM = sky130hd
export DESIGN_NAME = fpu_comp_large
export DESIGN_NICKNAME = fpu_comp_large
export VERILOG_FILES = /design/flow/design.v
export SDC_FILE = /design/flow/constraint.sdc
export NUM_CORES = 4
export LEC_CHECK = 1
export CORE_AREA = 10 10 86 86
export DIE_AREA = 0 0 96 96
```
`constraint.sdc`:
```
current_design fpu_comp_large

set clk_period 2.7
set clk_io_pct 0.2

create_clock -name clk0 -period $clk_period [get_ports {aclk}]

set non_clock_inputs [all_inputs -no_clocks]
set_input_delay [expr $clk_period * $clk_io_pct] -clock clk0 $non_clock_inputs
set_output_delay [expr $clk_period * $clk_io_pct] -clock clk0 [all_outputs]
```
`design.v`:
```
module fpu_comp_large(
    input aclk,
    input [15:0] s_axis_a_tdata,                
    input [15:0] s_axis_b_tdata,                
    input s_axis_a_tvalid,
    input s_axis_b_tvalid,
    output [7:0] m_axis_result_tdata,               
    output reg m_axis_result_tvalid
    );
    wire opa_s;
    wire opb_s;
    wire [4:0] opa_e;
    wire [4:0] opb_e;
    wire [4:0] opa_e_s;
    wire [4:0] opb_e_s;
    wire [10:0] opa_m;
    wire [10:0] opb_m;
    wire [15:0] opa_0;
    wire [15:0] opb_0;
    reg [15:0] opa_1;
    reg [15:0] opb_1;
    wire is_valid_ain_0, is_valid_bin_0;
    reg is_valid_ain_1, is_valid_bin_1;
    reg is_ready_out;
    reg [1:0] error_num;
    assign opa_s = s_axis_a_tdata[15];
    assign opb_s = s_axis_b_tdata[15];
    assign opa_e = s_axis_a_tdata[14:10];
    assign opb_e = s_axis_b_tdata[14:10];
    assign opa_m = s_axis_a_tdata[9:0];
    assign opb_m = s_axis_b_tdata[9:0];
    assign opa_0 = s_axis_a_tdata;
    assign opb_0 = s_axis_b_tdata;
    assign is_valid_ain_0 = s_axis_a_tvalid;
    assign is_valid_bin_0 = s_axis_b_tvalid;
    wire a_e_b = ~(| (s_axis_a_tdata ^ s_axis_b_tdata));
    wire s_a_g_b = (~opa_s) & opb_s;
    wire s_a_e_b = ~(opa_s ^ opb_s);
    wire e_a_g_b = (opa_e > opb_e);
    wire e_a_l_b = (opa_e < opb_e);
    wire e_a_e_b = (opa_e == opb_e);
    wire m_a_g_b = (opa_m > opb_m);
    wire m_a_l_b = (opa_m < opb_m);
    reg con1;
    reg con2;
    reg con3;
    reg con4;
    reg con5;
    reg con6;
    always@(posedge aclk)begin
        con1 <= a_e_b;
        con2 <= ~a_e_b & s_a_g_b;
        con3 <= ~a_e_b & s_a_e_b & (~opa_s) & e_a_g_b;
        con4 <= ~a_e_b & s_a_e_b & (~opa_s) & e_a_e_b & m_a_g_b;
        con5 <= ~a_e_b & s_a_e_b & opa_s & e_a_l_b;
        con6 <= ~a_e_b & s_a_e_b & opa_s & e_a_e_b & m_a_l_b;     
        opa_1 <= opa_0;
        opb_1 <= opb_0;   
        is_valid_ain_1 <= is_valid_ain_0;
        is_valid_bin_1 <= is_valid_bin_0;
    end
    assign m_axis_result_tdata = (con1 | con2 | con3 | con4 | con5 | con6) ? 8'b00000001 : 8'b00000000;
    always@(m_axis_result_tdata)begin
        m_axis_result_tvalid = is_valid_ain_1 & is_valid_bin_1;
        is_ready_out = m_axis_result_tvalid;
    end
endmodule
```
==> flow_metrics.rpt <==
IMPLEMENTATION SUMMARY REPORT
----------------------------------------------------
[Run status]
  Outcome ........................ finished, final reports clean

[Detailed routing]
  Drt initial violations ........................ 23
  First-pass iteration count of the detailed router ........................ 2
  Final routed DRC violation total ........................ 0
  Aggregate routed wire length ........................ 1.78 mm
  Routed length per instance ........................ 9.21 microns
  Remaining number of nets flagged by the antenna check after routing ........................ 0
  Routed vias/inst ........................ 3.37
  Number of vias in the routed layout ........................ 650
  Antenna diode instance count ........................ 0

[Power]
  Switching power as a share of total power ........................ 21.9%
  Leakage power summed over all cells ........................ 0.539 nW
  Internal power ........................ 297 uW
  Combinational group share of total power ........................ 31.1%
  Clock share of power ........................ 36.1%
  Sequential share of power ........................ 32.8%
  Max IR drop VDD ........................ 0.0952 mV
  Net switching power of the design ........................ 83.1 uW
  Power density relative to cell area ........................ 328 nW/um^2

[Floorplanning]
  Total number of placement rows ........................ 27
  Starting density of the core ........................ 12.6%
  Die Outline Area ........................ 9220 sq um
  Placeable core region ........................ 5540 sq um
  Horizontal die dimension ........................ 96 microns
  Ports placed on the boundary ........................ 44
  Die height ........................ 96 microns

[STA]
  # setup viols final ........................ 0
  Period minus WS final ........................ 2.12 ns
  Unrepaired setup endpoints after global routing ........................ false
  Slew Limit Fails ........................ 0
  Final tally of hold violations ........................ 0
  Top achievable clock speed ........................ 0.471 GHz
  Final period util ........................ 78.7%
  Final sum of negative setup slack ........................ 0 ns

[Layout]
  Leading cell types in the layout, fill and taps excluded ........................ sky130_fd_sc_hd__clkdlybuf4s50_1 (36), sky130_fd_sc_hd__inv_1 (18), sky130_fd_sc_hd__ha_1 (16)
  Post-layout instance count excluding filler cells ........................ 193
  Logic cell area ........................ 439 sq um
  Top cell excl fill/tap ........................ sky130_fd_sc_hd__clkdlybuf4s50_1
  Sequential standard cell area ........................ 160 sq um
  Syn-to-layout area delta ........................ 66.2%
  Post-layout util ........................ 20.9%
  Fraction of final layout cells with drive strength greater than 1 ........................ 4.96%
  Fill cell instance count of the final layout ........................ 636

[Placement]
  DP Wirelength ........................ 1.74 mm
  Number of port buffers ........................ 36
  Placed cell count ........................ 190
  Final GP Congestion ........................ 0.697

[Run]
  Max capacitance violation total ........................ 0
  OpenROAD warning count ........................ 25

[Yosys]
  Area fraction in full adders, half adders and majority gates ........................ 28.7%
  Fraction of the yosys area taken by sequential cells ........................ 23.0%
  YS warnings ........................ 1
  Chip area in the Yosys report ........................ 697 sq um
  Main logic family after synthesis ........................ adder cells
  Area fraction in mux cells ........................ 0%
  Count of state elements after synthesis ........................ 8
  Gate Count Post-Synth ........................ 83
  Area share of and/or/nand/nor cells after synthesis ........................ 19.0%
  Post-synthesis xor/xnor area fraction ........................ 0%
  Post-Syn Area ........................ 697 sq um
  Post-synthesis cell count from yosys ........................ 83
  Compound-Gate Fraction of Synth Area ........................ 11.5%
  Average instance area after synthesis ........................ 8.40 sq um
  Tally of unique sky130hd cells used after synthesis ........................ 26

[Worst setup path]
  Stages on worst setup path ........................ 7
  Critical path buffers and inverters ........................ 2
  Data arrival time of the critical path ........................ 2.26 ns
  Largest stage delay, worst path ........................ 0.45 ns
  Family of cells with the greatest summed delay on the critical path ........................ AND-OR/OR-AND gates
  Startpoint kind of the worst setup timing path ........................ input pin
  Category of the most critical setup path ........................ in -> reg
  Critical Path RT ........................ 2.83 ns
  Cell Chain, Critical Path ........................ clkdlybuf4s50_1 -> inv_1 -> ha_1 -> a21oi_1 -> o21ai_1 -> a2111oi_2 -> nor4b_2
  Type of element capturing the critical path ........................ register
  Worst-path maximum fanout ........................ 3
  Cell at the slowest stage of the critical path ........................ sky130_fd_sc_hd__clkdlybuf4s50_1

[Clock network]
  Clock tree from TritonCTS ........................ done
  TritonCTS Buffers ........................ 3
  CTS Root Buffer Type ........................ sky130_fd_sc_hd__clkbuf_8
  Number of buffers added to fix hold violations after cts ........................ 0
  Post-CTS clock slew at the launch and capture registers of the worst setup and hold paths ........................ 0.04 ns
  Post-CTS setup buffer count ........................ 0
  Maximum level of the CTS H-tree ........................ 1
  Gates resized, CTS repair ........................ 0
  Clock tree buffer depth ........................ 2
  Number of sinks handled by clock tree synthesis ........................ 8

[Global route]
  Number of global-route vias before repair ........................ 737
  Wire length of the first global-routing pass ........................ 2.99 mm
  Overall Global Routing Usage ........................ 3.93%
  Remaining Overflow, GRT ........................ 0
  Initial antenna violation count ........................ 0
  Pin count of the biggest net entering global routing ........................ 5

[Hold path]
  Worst Hold Endpoint ........................ is_valid_ain_1$_DFF_P_
  Hold path start ........................ s_axis_a_tvalid
  Hold-critical path depth ........................ 1
  Type of the worst min-delay path ........................ in -> reg

----------------------------------------------------
## registers in the layout, indices dropped and copies added, names as in the netlist
register,flops
con1,1
con2,1
con3,1
con4,1
con5,1
con6,1
is_valid_ain_1,1
is_valid_bin_1,1
## Yosys cell counts
cell | n | area (sq um)
sky130_fd_sc_hd__a211oi_1 | 1 | 7.51
sky130_fd_sc_hd__nand2b_1 | 1 | 6.26
sky130_fd_sc_hd__nor3_1 | 1 | 5.00
sky130_fd_sc_hd__a21oi_1 | 4 | 20.0
sky130_fd_sc_hd__nor4_1 | 2 | 12.5
sky130_fd_sc_hd__buf_4 | 7 | 52.6
sky130_fd_sc_hd__o21ai_0 | 1 | 5.00
sky130_fd_sc_hd__nand4_1 | 3 | 18.8
sky130_fd_sc_hd__nand3_1 | 2 | 10.0
sky130_fd_sc_hd__nor2b_1 | 2 | 12.5
sky130_fd_sc_hd__and2_1 | 1 | 6.26
sky130_fd_sc_hd__conb_1 | 1 | 3.75
sky130_fd_sc_hd__inv_1 | 18 | 67.6
sky130_fd_sc_hd__dfxtp_1 | 8 | 160
sky130_fd_sc_hd__nand2_1 | 4 | 15.0
sky130_fd_sc_hd__o21ai_1 | 1 | 5.00
sky130_fd_sc_hd__a211oi_2 | 1 | 12.5
sky130_fd_sc_hd__a2111oi_2 | 1 | 15.0
sky130_fd_sc_hd__o21a_1 | 1 | 7.51
sky130_fd_sc_hd__o211ai_1 | 1 | 7.51
sky130_fd_sc_hd__nor2_1 | 2 | 7.51
sky130_fd_sc_hd__nor4b_2 | 1 | 15.0
sky130_fd_sc_hd__nor4bb_1 | 1 | 10.0
sky130_fd_sc_hd__and2b_1 | 1 | 7.51
sky130_fd_sc_hd__ha_1 | 16 | 200
sky130_fd_sc_hd__and3_1 | 1 | 6.26
## power groups by stage
stage	registers, mW	clock network (mW)	logic (mW)
CTS	0.125	0.144	0.122
global route	0.125	0.148	0.136
finish	0.125	0.137	0.118
## kinds of logic (layout without fill, tap and decap cells)
logic type / count (synthesis) / in the layout
flops: 8 / 8
buf+inv: 25 / 57
other cells: 1 / 7
compound gates: 11 / 11
simple gates: 22 / 22
fa+ha+maj: 16 / 16
## how the worst max path moves through the flow
stage                              from            to  slack, ns
final                 s_axis_b_tdata[5]  con6$_DFF_P_       0.58
after global routing  s_axis_b_tdata[5]  con6$_DFF_P_       0.41
after CTS             s_axis_b_tdata[5]  con6$_DFF_P_       0.56
## area by class of cell
type,count,area share [%]
Sequential cell,8,13.8
Inverter,18,5.83
Multi-Input combinational cell,56,37.9
Tap cell,72,7.78
Clock buffer,3,3.56
Timing Repair Buffer,36,31.1
## metal layers
layer | global-route usage, % | part of all wire [%] | vias to the layer above
met1 | 4.16 | 38 | 285
met2 | 7.51 | 54 | 20
met4 | 0.860 | 1.5 | 0
li1 | - | - | 343
met3 | 1.02 | 6.1 | 2
met5 | 0 | 0 | -
## through the flow
step	instance area, sq um	hold slack (ns)	setup slack (ns)	power [mW]
CTS	1160	0.758	0.564	0.391
global placement	1120	0.992	0.354	0.248
floorplan	719	0.568	0.931	0.185
finish	1160	0.763	0.575	0.380
global route	1160	0.769	0.413	0.409
detailed placement	1120	0.998	0.325	0.248
Power figures rest on the tool's default switching activity, not on a simulated workload.
